==> flow/design.v <==
module HandShakeTx #(
    parameter DATA_WIDTH = 32
)(
    input                       iTxClk,
    input                       iRstnTx,
    input                       iDataValid,
    input                       iRxAck, 
    input   [DATA_WIDTH-1:0]    iData, 
    output                      oTxRdy, 
    output  [DATA_WIDTH-1:0]    oTxData 
);
localparam IDLE             =   0,
           ASSERT_TXRDY     =   1,
           DEASSERT_TXRDY   =   2;
reg [1:0] rHndShkState,rHndShkStateNxt;
reg rTxRdy,rTxRdyNxt;
reg [DATA_WIDTH-1:0]    rTxData,rTxDataNxt;
reg rRxAck,rAckTxClk;
always @(*) begin
    rHndShkStateNxt =   rHndShkState;
    rTxRdyNxt       =   1'b0;
    rTxDataNxt      =   rTxData;
    case (rHndShkState)
        IDLE:begin
            if (iDataValid) begin 
                rHndShkStateNxt =   ASSERT_TXRDY;
                rTxRdyNxt       =   1'b1;
                rTxDataNxt      =   iData;
            end
        end 
        ASSERT_TXRDY:begin 
            if (rAckTxClk) begin 
                rTxRdyNxt       =   1'b0;
                rHndShkStateNxt =   DEASSERT_TXRDY;
                rTxDataNxt      =   0;
            end
            else begin
                rTxRdyNxt   =   1'b1;
                rTxDataNxt  =   rTxData;
            end
        end
        DEASSERT_TXRDY:begin
            if (!rAckTxClk) begin
                if (iDataValid) begin
                    rHndShkStateNxt =   ASSERT_TXRDY;
                    rTxRdyNxt   =   1'b1;
                    rTxDataNxt  =   iData;
                end
                else    begin
                    rHndShkStateNxt =   IDLE;
                end
            end
        end
        default: ;
    endcase
end
always @(posedge iTxClk or negedge iRstnTx ) begin
    if(!iRstnTx) begin
        rHndShkState    <=  IDLE;
        rTxRdy          <=  1'b0;
        rTxData         <=  0;
        rRxAck          <=  0;
        rAckTxClk       <=  0;
    end
    else begin
        rHndShkState    <=  rHndShkStateNxt;
        rTxRdy          <=  rTxRdyNxt;
        rTxData         <=  rTxDataNxt;
        rRxAck          <=  iRxAck;
        rAckTxClk       <=  rRxAck;
    end
end
assign  oTxRdy  =   rTxRdy;
assign  oTxData =   rTxData;
endmodule  
==> flow/run.sh <==
#!/bin/bash
# OpenROAD 26Q1-2900-gdf79404cd8, Yosys 0.63+post, stock flow scripts
make -C /OpenROAD-flow-scripts/flow DESIGN_CONFIG=/design/flow/config.mk WORK_HOME=/design/flow/orfs finish
==> flow/config.mk <==
export PLATFORM = sky130hd
export DESIGN_NAME = HandShakeTx
export DESIGN_NICKNAME = HandShakeTx
export VERILOG_FILES = /design/flow/design.v
export SDC_FILE = /design/flow/constraint.sdc
export NUM_CORES = 4
export LEC_CHECK = 1
export CORE_AREA = 10 10 108 108
export DIE_AREA = 0 0 118 118
==> flow/constraint.sdc <==
current_design HandShakeTx

set clk_period 4.8
set clk_io_pct 0.2

create_clock -name clk0 -period $clk_period [get_ports {iTxClk}]

set non_clock_inputs [all_inputs -no_clocks]
set_input_delay [expr $clk_period * $clk_io_pct] -clock clk0 $non_clock_inputs
set_output_delay [expr $clk_period * $clk_io_pct] -clock clk0 [all_outputs]
==> results.py <==
# Generated from Yosys and OpenROAD reports
metrics = {
    "pwr": {
        "peakVddDrop_v": 0.000105,
        "p_sw_w": 0.000203,
        "power.leakage_nw": 1.28,
        "swShare": 0.249,
        "power_w": 0.000815,
        "pwr-share-comb": 0.237,
        "seqPwrFrac": 0.476,
        "clockPowerShare": 0.287,
        "pwr_density_cell_mw_per_mm2": 309,
        "p_int_w": 0.000613,
    },
    "timing": {
        "drv_slew": 0,
        "relSlewSlack": 0.521,
        "finClkSkew_ps": 4.55,
        "tightest_slew_ps": 717,
        "tns_ps": 0,
        "hold_viol": 0,
        "period_used_share": 0.457,
        "max_freq_ghz": 0.455,
        "rsz0062_at_grt": "false",
        "layout_min_cycle_time_ps": 2200,
        "finalSetupViolCount": 0,
    },
    "hold_path": {
        "hp-class": "flop to flop",
        "worstHoldPathCells": 0,
    },
    "drt": {
        "viasPerCell": 3.62,
        "drc_errors": 0,
        "antenna_left": 0,
        "antenna_cells": 0,
        "dr.pass1.iters": 4,
        "routed_wirelength_mm": 4.46,
        "dr_total_vias": 1284,
        "routedWlPerCell_um": 12.6,
        "initialDrtViolationCount": 30,
    },
    "layout": {
        "nFillCells": 996,
        "drive_gt1_frac": 0.0708,
        "lay_top_count": "clkdlybuf4s50_1",
        "final_cell_mix": "67 x clkdlybuf4s50_1, 37 x dfrtp_1, 33 x nand2_1, 32 x nand2b_1, 32 x mux2i_1",
        "combGateArea_sq_um": 729,
        "ff_latch_area_sq_um": 952,
        "syn_to_final_growth_pct": 48.9,
    },
    "cts": {
        "hold_buffers": 0,
        "clk_pin_slew_ps": 80,
        "cts.path.max_buffers": 2,
        "cts_made_buffers": 5,
        "clkLatencyLatePin_ps": 290,
        "post_cts_resized": 0,
        "cts_tree": "built",
        "htree_levels": 2,
        "postCtsSetupBuffers": 0,
        "cts-root-buf": "clkbuf_8",
        "cts_sinks": 38,
    },
    "yosys": {
        "logic_family": "simple AND/OR/NAND/NOR gates",
        "mux_area_frac": 0.181,
        "ys.flops": 38,
        "ys_sh_adder": 0,
        "synth_seq_share": 0.537,
        "synth_warnings": 1,
        "synth.distinct_cells": 17,
        "ys_cells": 156,
        "syn_area_sq_mm": 0.00177,
        "ys_sh_xor": 0,
        "syn_avg_cell_area_sq_um": 11.4,
        "yosys-stat-area_sq_mm": 0.00177,
        "postSynthCellCount": 156,
        "synthSimpleGateAreaFrac": 0.210,
        "ys_sh_aoi": 0.0212,
    },
    "critical_path": {
        "worstPathMaxFanout": 32,
        "reg2reg_from": "rHndShkState[1]$_DFF_PN0_",
        "crit_end": "rTxData[30]$_DFFE_PN0P_",
        "cpPeakStageDelay_ps": 480,
        "reg2reg_to": "rTxData[13]$_DFFE_PN0P_",
        "crit_arrival_ps": 2410,
        "worstSetupPathType": "input pin to flop",
        "endpoint_kind": "flop",
        "cp-startpoint": "iDataValid",
        "rrSetupSlack_ps": 3060,
        "cpMaxStageDelayCell": "buf_4",
        "cp_data_required_time_ps": 5010,
        "crit_path_start_kind": "input pin",
        "crit_chain": "clkdlybuf4s50_1, nor2b_2, o21ai_4, buf_4, mux2i_1",
        "r2r_cells": 4,
    },
    "global_routing": {
        "grt-ovfl-total": 0,
        "grt_pass1_vias": 1404,
        "globalRouteTotalUtil": 0.0634,
        "antenna_found_initial": 0,
        "grt_max_degree": 39,
        "grt_first_pass_wirelength_mm": 7.40,
    },
    "floorplanning": {
        "die_w_um": 118,
        "rows": 35,
        "design.die.area_sq_mm": 0.0139,
        "core-area_sq_mm": 0.00928,
        "ios": 69,
        "die_height_um": 118,
        "fp_util": 0.191,
    },
    "flow_run": {
        "maxCapViolations": 0,
        "openroad.warnings": 25,
    },
    "status": {
        "outcome": "finished clean",
    },
    "place": {
        "numPortBuffers": 68,
        "gp_congestion": 0.667,
        "dp_hpwl_mm": 3.29,
    },
}
-- worst min-delay path by stage --
stage / start / end / slack [ps]
after CTS: rRxAck$_DFF_PN0_ / rAckTxClk$_DFF_PN0_ / 360
after global routing: rRxAck$_DFF_PN0_ / rAckTxClk$_DFF_PN0_ / 360
final: rRxAck$_DFF_PN0_ / rAckTxClk$_DFF_PN0_ / 360
-- routing by layer --
metal  routed length [um]  GRT usage  up-vias
li1                     -          -      641
met2                 1990     0.0958       45
met5                    0          0        -
met4                   27    0.00618        0
met3                  335     0.0258        5
met1                 2110     0.0867      593
-- area by class of cell --
cell class / count / share of cell area
Clock inverter: 1 / 0.00190
Clock buffer: 7 / 0.0327
Sequential cell: 38 / 0.361
Timing Repair Buffer: 72 / 0.267
Multi-Input combinational cell: 108 / 0.276
Tap cell: 129 / 0.0611
-- stage by stage --
stage           util  setup slack, ps  hold WS (ps)  cell area (sq um)  std cells
2_1_floorplan      -             3150           331               1770        156
3_3_place_gp   0.275             2330           337               2550        347
3_5_place_dp   0.275             2290           336               2550        347
4_1_cts        0.284             2600           355               2640        355
5_1_grt        0.284             2490           359               2640        355
6_report       0.284             2600           359               2640        355
-- power by group through the flow --
stage	combinational (W)	sequential [W]	clock (W)
final	0.000193	0.000388	0.000234
after global routing	0.000217	0.000395	0.000264
after CTS	0.000201	0.000389	0.000249
-- flip-flops by register name (all words and copies together) (netlist names) --
register	cells
rTxData	32
rHndShkState	3
rAckTxClk	1
rRxAck	1
rTxRdy	1
-- synth_stat cells, drive strengths merged --
| cell type | number | area, sq um |
|---|---|---|
| nand3b | 1 | 7.51 |
| nand2b | 32 | 200 |
| clkbuf | 3 | 11.3 |
| dfrtp | 37 | 926 |
| nand2 | 33 | 124 |
| nor2 | 3 | 11.3 |
| o31a | 1 | 8.76 |
| o21ai | 2 | 21.3 |
| buf | 7 | 80.1 |
| o21a | 1 | 7.51 |
| mux2i | 32 | 320 |
| dfstp | 1 | 26.3 |
| nor2b | 3 | 28.8 |
-- worst max-delay path, delay by kind of cell --
family	cells	cell delay (ps)
mux	1	240
simple gates	1	190
compound gates	1	60
buf+inv	2	940
-- kinds of logic after synthesis --
group                  count (synthesis)
buffers and inverters                 10
DFF                                   38
muxes                                 32
AOI/OAI and AO/OA                      4
and+or+nand+nor                       72
Power and IR drop assume default switching activity.
